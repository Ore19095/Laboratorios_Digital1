**./run.sh**
```bash
#!/bin/bash
# OpenROAD 26Q1-2900-gdf79404cd8, Yosys 0.63+post, stock flow scripts
make -C /OpenROAD-flow-scripts/flow DESIGN_CONFIG=/design/flow/config.mk WORK_HOME=/design/flow/orfs finish
```
**./config.mk**
```make
export PLATFORM = sky130hd
export DESIGN_NAME = Procesamiento
export DESIGN_NICKNAME = Procesamiento
export VERILOG_FILES = /design/flow/design.v
export SDC_FILE = /design/flow/constraint.sdc
export NUM_CORES = 4
export LEC_CHECK = 1
export CORE_AREA = 10 10 78 78
export DIE_AREA = 0 0 88 88
```
**./constraint.sdc**
```tcl
current_design Procesamiento

set clk_period 4.2
set clk_io_pct 0.2

create_clock -name clk0 -period $clk_period [get_ports {clk}]

set non_clock_inputs [all_inputs -no_clocks]
set_input_delay [expr $clk_period * $clk_io_pct] -clock clk0 $non_clock_inputs
set_output_delay [expr $clk_period * $clk_io_pct] -clock clk0 [all_outputs]
```
**./design.v**
```verilog
module Triestate(input [3:0] in, enable, output wire [3:0] y );
    assign y[0] = (enable[0]? in[0] : 1'bz );
    assign y[1] = (enable[1]? in[1] : 1'bz );
    assign y[2] = (enable[2]? in[2] : 1'bz );
    assign y[3] = (enable[3]? in[3] : 1'bz );
endmodule
module Acumulator(input wire [3:0] D,input wire load, reset, clk, output reg[3:0] Q );
    always @(posedge clk, posedge reset) begin
        if (reset) Q = 0;  
        else if(load) begin  
            Q <= D;
        end
    end
endmodule
module ALU(input wire[3:0] A,B,input [2:0] control , output wire [3:0] out, output wire C, Z );
    reg[4:0] resultado;  
    assign Z = ~(resultado[0] | resultado[1] | resultado[2] | resultado[3]);  
    assign out = resultado[4:0];  
    assign C = resultado[4] ; 
    always @ (A,B,control) begin   
        case(control)
            3'b000: resultado <= A;  
            3'b001: resultado <= A -B;   
            3'b010: resultado <= B;  
            3'b011: resultado <= A + B;  
            3'b100: resultado <= ~(A|B);  
            default: resultado <= 0;  
        endcase
    end
endmodule
module Procesamiento(input wire[3:0] dataIn,input wire[2:0] control,
                      input wire  enableOutALU, loadAcu, reset, clk, output wire[3:0] dataOut, output wire C,Z);
    wire [3:0] data;  
    wire [3:0] acuOut;  
    Triestate busDriverOut(data,enableOutALU,dataOut);
    Acumulator acu(data,loadAcu,reset,clk,acuOut);
    ALU aritmetica(acuOut,dataIn,control,data,C,Z);
endmodule
```
==> out/results.ini <==
[finish]
lay_top_cells=10 x buf_4, 8 x clkdlybuf4s50_1, 6 x nor2_1
fin_area_um2=919.6
lay_top_count=buf_4
regArea_um2=100.1
post-route-util_pct=20.83
drive_gt1_share_pct=32.26
largest_reg_flops=4
logic_area_um2=496.7
reg_top3=acu.Q: 4 flops
area_growth_pct=47.29
fill_cells=472
top_register=acu.Q

[route]
routedWlPerCell_um=10.76
ant_nets=0
antenna_cells=0
first_pass_iters=4
wirelength_um=1560
drc_errors=0
num_vias=574
drt_iter0_drc=56
viasPerCell=3.959

[floorplanning]
fp_util_pct=14.14
die_width_um=88
dieArea_um2=7744
io_pins=17
num_rows=24
die_h_um=88
fp.coreArea_um2=4414

[timing]
period_used_pct=95.76
max_freq_mhz=248.6
rsz0062_at_grt=no
setup_tns_ns=0
hold_viol_final=0
drv_slew=0
hold_ws_ns=0.5560
skew_ns=0.0005668
setup_viol=0
min_period_ns=4.022

[yosys]
ys_types=37
synthArstFlopShare_pct=100.0
yosys_cells=72
syn_inst=72
enable_flop_cells=0
synth_warnings=7
synth_flops=4
ys_seq_share_pct=16.03
synth_area_per_cell_um2=8.672
ys_chip_area_um2=624.3
synth_area_um2=624.3
ff_type=dfrtp_1

[clock_tree]
cts_buffers=3
htree_num_levels=1
cts_tree=done
cts.sinks=4
clockRootBuffer=clkbuf_8
clk_pin_slew_worst_paths_ns=0.03
cts_hold_buf=0
clockBufferDepth=2
clkLatencyLatePin_ns=0.21

[placed_design]
dpl.hpwl_um=1288
port_buffers=12
placed_cell_area_um2=842.1
place.gp.congestion=0.7501

[job]
drv_cap=0
warning_count=27

[critical_path]
worstPathRequired_ns=3.36
worstPathMaxFanout=5
crit_type=primary input to output port
cp-end-kind=output port
crit_arrival_ns=3.18
startpoint_type=primary input

[global_routing]
grt_start_max_net_pins=13
grt_use_total_pct=4.250
overflow=0
antenna_found_initial=0
grt_pass1_vias=610
grt_pass1_wl_um=2753

[power]
ir_drop_uv=81.41
p_leak_nw=0.4288
powerDensity_nw_per_um2=275.6
power_mw=0.2535

[status]
status=completed

[worst_hold_path]
min_path_type=flop to flop

[logic make-up after synthesis]
kind of cell	count (synthesis)	share of synthesized area, %
muxes	4	6.813
other	1	0.6006
buffers and inverters	11	9.820
AOI/OAI and AO/OA	19	22.05
xor gates and xnor gates	3	4.209
and+or+nand+nor	23	25.25
DFF	4	16.03
adders and majority gates	7	15.23
[where the power goes]
part / internal [mW] / switching, mW / leakage, nW
Clock: 0.0609 / 0.0183 / 0.0216
Combinational: 0.0684 / 0.0519 / 0.359
Sequential: 0.0453 / 0.00862 / 0.0486
Total: 0.175 / 0.0788 / 0.429
[area by class of cell]
type | count | area share [%]
inverters | 5 | 2.041
well taps | 52 | 7.075
repair buffers | 22 | 21.50
clock buffers | 3 | 4.490
multi-input cells | 59 | 54.01
flip-flops and latches | 4 | 10.88
[worst paths after layout]
kind / start / end / slack [ns] / depth (start not counted)
max: control[2] / C / 0.18 / 11
min: acu.Q[3] / acu.Q[3] / 0.56 / 1
max reg2reg: acu.Q[0] / acu.Q[1] / 2.13 / 7
min reg2reg: acu.Q[3] / acu.Q[3] / 0.56 / 1
max in group asynchronous: reset / acu.Q[3] / 3.24 / 2
min in group asynchronous: reset / acu.Q[2] / 0.81 / 2
[worst max-delay path, stage by stage]
cell             delay, ns
clkdlybuf4s50_1       0.50
nor2b_2               0.05
buf_4                 0.15
a21oi_2               0.14
xor2_1                0.15
ha_1                  0.30
a21o_1                0.19
a21oi_2               0.14
nor2_1                0.06
a221o_1               0.26
clkdlybuf4s50_1       0.41
[synthesized netlist by cell type, drive strengths merged (3+ instances only)]
| cell type | n | area (um^2) |
|---|---|---|
| a21oi | 7 | 35.03 |
| buf | 6 | 42.54 |
| ha | 6 | 75.07 |
| nor2 | 6 | 22.52 |
| inv | 5 | 18.77 |
| dfrtp | 4 | 100.1 |
| nand2 | 3 | 11.26 |
[layer usage]
| layer | global-route usage, % | part of all wire [%] | up-vias |
|---|---|---|---|
| met5 | 0 | 0 | - |
| met4 | 0.7246 | 0.90 | 0 |
| met3 | 1.123 | 6.6 | 2 |
| met2 | 6.614 | 42 | 16 |
| met1 | 5.840 | 50 | 261 |
| li1 | - | - | 295 |
[through the flow]
step | worst slack, ns | std cells
global placement | -0.3660 | 141
CTS | 0.01186 | 144
finish | 0.1781 | 145
detailed placement | -0.3855 | 141
floorplan | 0.6229 | 74
global route | 0.03845 | 145
[repair_timing]
action,in CTS,in global routing
gates resized,6,10
buffers inserted,0,1
setup endpoints to repair,2,2
hold endpoints to repair,0,0
pin swaps,1,5
Power is estimated from default activity; no workload was simulated.
